==> design.v <==
module alu(A, B, op, Y);
	input 	[5:0] 	A, B; 	 
	input 	[3:0] 	op;		 
	output 	[5:0] 	Y; 		 
	reg 	[5:0] 	Y;
	always @ (A or B or op)
		case(op)
			4'h0 : Y = A; 				 
			4'h1 : Y = B; 				 
			4'h2 : Y = A + 1; 			 
			4'h3 : Y = B + 1; 			 
			4'h4 : Y = A - 1; 			 
			4'h5 : Y = B - 1; 			 
			4'h6 : Y = A + B; 			 
			4'h7 : Y = A - B; 			 
			4'h8 : Y = A & B; 			 
			4'h9 : Y = A | B; 			 
			4'hA : Y = A ^ B; 			 
			4'hB : Y = ~A; 				 
			4'hC : Y = A << 1; 			 
			4'hD : Y = A >> 1; 			 
			4'hE : Y = (A > B) ? A : B;	 
			4'hF : Y = (A > B) ? B : A;	 
			default : Y = 6'b0;			 
		endcase
endmodule
==> run.sh <==
#!/bin/bash
# OpenROAD 26Q1-2900-gdf79404cd8, Yosys 0.63+post, stock flow scripts
make -C /OpenROAD-flow-scripts/flow DESIGN_CONFIG=/design/flow/config.mk WORK_HOME=/design/flow/orfs finish
==> config.mk <==
export PLATFORM = sky130hd
export DESIGN_NAME = alu
export DESIGN_NICKNAME = alu
export VERILOG_FILES = /design/flow/design.v
export SDC_FILE = /design/flow/constraint.sdc
export NUM_CORES = 4
export LEC_CHECK = 1
export CORE_AREA = 10 10 93 93
export DIE_AREA = 0 0 103 103
==> constraint.sdc <==
current_design alu

set clk_period 4.2
set clk_io_pct 0.2

create_clock -name clk0 -period $clk_period

set non_clock_inputs [all_inputs -no_clocks]
set_input_delay [expr $clk_period * $clk_io_pct] -clock clk0 $non_clock_inputs
set_output_delay [expr $clk_period * $clk_io_pct] -clock clk0 [all_outputs]
==> reports/metrics.csv <==
stage;metric;value;unit
status;status;complete, no violations;
cells_and_area;CLK BUF;0;
synth;chip area line of the yosys report;0.00169;mm2
pwr;P per Cell Area;119;mW/mm2
die;Die X;103;um
setup_path;Crit Path Category;in2out;
drt;n_diodes;0;
drt;met1 wire length;2.94;mm
synth;Yosys top cell by instances;inv_1;
pwr;Leak;1.36;nW
final_timing;hold_ws;2160;ps
die;Core ar.;0.00676;mm2
setup_path;Critical path buffers and inverters;5;
final_timing;RSZ-0062 raised after global routing;true;
setup_path;crit-path cells;clkdlybuf4s50_1 -> inv_2 -> buf_4 -> fa_1 -> inv_1 -> a21o_1 -> a21oi_2 -> xnor2_2 -> a221oi_2 -> o221ai_1 -> o21a_1 -> dlygate4sd2_1;
drt;iteration tally of the first detailed-router pass;4;
final_timing;fmax;247;MHz
drt;via count;2045;
global_route;first-pass GRT wire length;9.75;mm
final_timing;Final Max Slew Viols;0;
setup_path;CP Launch Type;primary input;
drt;Final ANT Viol Nets;0;
pwr;worst vdd ir;0.0434;mV
clocking;Hold-fix buffers, CTS;0;
die;num rows;30;
global_route;Global Route Usage Sum;11.4;%
cells_and_area;sequential cell count;0;
job;OpenROAD warnings;46;
setup_path;WP data arrival;3210;ps
drt;top sig layer;met4;
final_timing;setup_tns;0;ps
setup_path;Required @ worst endpoint;3360;ps
placement;HPWL Detailed;4.74;mm
setup_path;CP max stage cell;clkdlybuf4s50_1;
cells_and_area;Area growth syn-to-layout;59.2;%
synth;Synth Cell Area;0.00169;mm2
final_timing;part of the cycle the worst path needs;96.5;%
min_path;Hold Path Class;in2out;
drt;wire per inst;15.2;um
synth;total of warnings raised by yosys;1;
synth;Post-Synthesis Cells;239;
die;die area;0.0106;mm2
synth;top cells by count;inv_1 (28), ha_1 (27), a21oi_1 (20);
final_timing;Slew headroom;70.5;%
cells_and_area;share of layout cells above drive strength 1;37.9;%
synth;Cell area leaders;ha_1 (20%), inv_1 (6.2%), xnor2_1 (6.2%);
setup_path;Crit. End Element;primary output;
setup_path;Crit Path Max Fanout;4;
synth;yosys stat cell total;239;
drt;routed wl met2;2.61;mm
job;Max Cap Viol;0;
cells_and_area;sequential cell area;0;um2
global_route;initial antenna violation count;0;
setup_path;CP endpoint;Y[4];
synth;Post-synth seq share;0;%
setup_path;Crit path max-delay family;buffers and inverters;
setup_path;Worst path depth;12;
cells_and_area;Final Instance Count excl. Fillers;397;
drt;total wire length;6.04;mm
drt;DRC violations left;0;
final_timing;setup violators final;0;
drt;DR iter-0 viols;147;
global_route;largest net degree at the start of global routing;23;
global_route;gr ovfl total;0;
drt;metal3 WL;375;um
final_timing;min Tclk post-route;4050;ps
drt;vias per inst;5.15;
placement;port buffer count;22;
placement;placed insts;387;
final_timing;Final Hold Fails;0;
synth;Synth area leader;ha_1;
setup_path;slowest stage delay, CP;490;ps
die;chip height;103;um
die;I/O pin total;22;
global_route;number of global-route vias before repair;1948;
final_timing;worst-margin pin slew;439;ps
synth;share of the synthesized area in the top cell type;20.0;%
setup_path;CP Launch Point;B[1];
synth;Synth Area per Inst;7.08;um2
die;fp_density;25.0;%
synth;Yosys cell types;48;
placement;gpl congestion;0.959;
==> routing by layer <==
| layer | up-vias | global-route usage [%] |
|---|---|---|
| met5 | - | 0 |
| met4 | 0 | 0.856 |
| li1 | 1035 | - |
| met1 | 935 | 16.8 |
| met3 | 10 | 1.08 |
| met2 | 65 | 18.3 |
==> stage by stage <==
step	worst slack (ps)	utilization, %	cell area, um2	total power [mW]
2_1_floorplan	501	-	1690	0.151
3_3_place_gp	-418	35.3	2380	0.276
3_5_place_dp	-404	35.3	2380	0.276
4_1_cts	-77.3	37.9	2560	0.302
5_1_grt	-7.06	39.9	2690	0.351
6_report	145	39.9	2690	0.320
==> cell families after synthesis <==
kind of cell / after synthesis / share of synthesized area [%]
AOI/OAI and AO/OA: 78 / 31.1
and+or+nand+nor: 67 / 20.1
buffers and inverters: 39 / 9.54
adders and majority gates: 30 / 23.5
muxes: 13 / 9.54
xor gates and xnor gates: 12 / 6.21
==> layout by cell type, fill, tap and decap left out, types with 4 or more instances in the layout <==
cell type       Yosys  final
buf_4               1     62
ha_1               27     20
nor2_1             19     18
inv_1              28     17
a21oi_1            20     15
nand2_1            13     13
inv_2               0     11
dlymetal6s2s_1      0     11
xnor2_1            12     10
mux2i_1             9      9
o21ai_0            14      9
dlygate4sd2_1       0      7
a21o_1              6      6
nand3_1             6      6
a21oi_2             0      5
a31oi_1             5      5
nand2b_1            7      5
o21ai_1             0      4
o22ai_1             5      4
ha_4                0      4
buf_6               0      4
==> area by class of cell <==
type                       instances  area [um2]
fill                             669        4060
inverter                          28         105
multi-input combinational        200        1720
tap                               80         100
timing repair buffer              89         764
==> worst min path at each step <==
stage     start   end  slack (ps)  depth (start not counted)
4_1_cts    A[4]  Y[4]        2630                          4
5_1_grt    A[0]  Y[0]        2210                          5
6_report   A[0]  Y[0]        2160                          5
==> power by group <==
| group | leakage, nW | total, mW | switching [mW] | internal [mW] |
|---|---|---|---|---|
| clock network | 0 | 0 | 0 | 0 |
| logic | 1.36 | 0.320 | 0.150 | 0.170 |
| registers | 0 | 0 | 0 | 0 |
| total | 1.36 | 0.320 | 0.150 | 0.170 |
==> what timing repair did <==
action                                  4_1_cts  5_1_grt
hold endpoints to repair                      0        0
pin swaps                                    19       16
gates resized                                44       33
buffers inserted                              3        7
endpoints found under the setup margin        6        6
Power is estimated from default activity; no workload was simulated.
