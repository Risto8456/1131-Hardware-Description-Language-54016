## /design/flow/constraint.sdc

```tcl
current_design sort4_pipe

set clk_period 4.3
set clk_io_pct 0.2

create_clock -name clk0 -period $clk_period [get_ports {clk}]

set non_clock_inputs [all_inputs -no_clocks]
set_input_delay [expr $clk_period * $clk_io_pct] -clock clk0 $non_clock_inputs
set_output_delay [expr $clk_period * $clk_io_pct] -clock clk0 [all_outputs]
```

## /design/flow/run.sh

```bash
#!/bin/bash
# OpenROAD 26Q1-2900-gdf79404cd8, Yosys 0.63+post, stock flow scripts
make -C /OpenROAD-flow-scripts/flow DESIGN_CONFIG=/design/flow/config.mk WORK_HOME=/design/flow/orfs finish
```

## /design/flow/design.v

```verilog
module sort2(A, B, minAB, maxAB);
	input [7:0] A, B;
	output [7:0] minAB, maxAB;
	wire s;
	assign #2 s = (A<B) ? 1 : 0;
	assign #2 minAB = (s == 1) ? A : B;
	assign #2 maxAB = (s == 1) ? B : A;
endmodule
module register_8bit(
    input clk,          
    input rst,          
    input [7:0] D,      
    output reg [7:0] Q  
);
always @(posedge clk or posedge rst) begin
    if (rst) begin
        Q <= 8'b0;  
    end else begin
        Q <= D;  
    end
end
endmodule
module sort4_pipe(
    input clk, 
    input rst,
    input [7:0] x0, x1, x2, x3,
    output [7:0] y0, y1, y2, y3
);
    wire [7:0] mn0, mn1, mx0, mx1, mid0, mid1;
    wire [7:0] x0_r, x1_r, x2_r, x3_r, 
				mn0_r, mn1_r, mx0_r, mx1_r, 
				mid0_r, mid1_r, y0_t, y3_t,
				y0_r, y1_r, y2_r, y3_r;
    sort2 inst0(x0_r, x1_r, mn0, mx0);
    sort2 inst1(x2_r, x3_r, mn1, mx1);
    sort2 inst2(mn0_r, mn1_r, y0_t, mid0);
    sort2 inst3(mx0_r, mx1_r, mid1, y3_t);
    sort2 inst4(mid0_r, mid1_r, y1_r, y2_r);
    register_8bit reg_s0(.clk(clk), .rst(rst), .D(x0), .Q(x0_r));
    register_8bit reg_s1(.clk(clk), .rst(rst), .D(x1), .Q(x1_r));
    register_8bit reg_s2(.clk(clk), .rst(rst), .D(x2), .Q(x2_r));
    register_8bit reg_s3(.clk(clk), .rst(rst), .D(x3), .Q(x3_r));
    register_8bit reg_mn0(.clk(clk), .rst(rst), .D(mn0), .Q(mn0_r));
    register_8bit reg_mn1(.clk(clk), .rst(rst), .D(mn1), .Q(mn1_r));
    register_8bit reg_mx0(.clk(clk), .rst(rst), .D(mx0), .Q(mx0_r));
    register_8bit reg_mx1(.clk(clk), .rst(rst), .D(mx1), .Q(mx1_r));
    register_8bit reg_mid0(.clk(clk), .rst(rst), .D(mid0), .Q(mid0_r));
    register_8bit reg_mid1(.clk(clk), .rst(rst), .D(mid1), .Q(mid1_r));
    register_8bit reg_tmp0(.clk(clk), .rst(rst), .D(y0_t), .Q(y0_r));
    register_8bit reg_tmp1(.clk(clk), .rst(rst), .D(y3_t), .Q(y3_r));
    register_8bit reg_y0(.clk(clk), .rst(rst), .D(y0_r), .Q(y0));
    register_8bit reg_y1(.clk(clk), .rst(rst), .D(y1_r), .Q(y1));
    register_8bit reg_y2(.clk(clk), .rst(rst), .D(y2_r), .Q(y2));
    register_8bit reg_y3(.clk(clk), .rst(rst), .D(y3_r), .Q(y3));
endmodule
```

## /design/flow/config.mk

```make
export PLATFORM = sky130hd
export DESIGN_NAME = sort4_pipe
export DESIGN_NICKNAME = sort4_pipe
export VERILOG_FILES = /design/flow/design.v
export SDC_FILE = /design/flow/constraint.sdc
export NUM_CORES = 4
export LEC_CHECK = 1
export CORE_UTILIZATION = 50
```

==> run notes <==
The flow run is done. The flow ran to the end, and the final reports show no timing, DRC or antenna violations. Top-level port count landed at 66. Number of buffers added by the clock tree synthesis step landed at 17. Among all stages on the critical path, the maximum delay recorded is 0.53 ns. Total setup buffers inserted after CTS landed at 0.

Layout-stage area growth over the synthesis result landed at 25.7%. Gate count after technology mapping landed at 334. Hold-fix buffer count after cts landed at 0. Routed wire length per instance landed at 13.4 µm.

The critical path contains buffers and inverters numbering 2 combined. Maximum vdd drop landed at 0.254 mV. Length in cells of the worst reg-to-reg path landed at 6. Core footprint landed at 0.0103 mm². For hold timing, the worst endpoint is reg_y3.Q[7].

The timing report attributes the biggest portion of critical-path delay to AND-OR/OR-AND gates. Leakage power summed over all cells landed at 0.00317 µW. Power density over the cells landed at 563 mW/mm². On the critical path the data arrives at 2.76 ns. The synthesized netlist has a Yosys-reported chip area of 0.00533 mm². The detail route stage leaves a number of antenna-violating nets equal to 0. The clock arrives with 0.00580 ns of skew.

Yosys reported a register bit count of 128. Share of synthesized area occupied by flip-flops and latches landed at 60.1%. Buffer levels on the longest clock path landed at 2. TritonCTS built the clock tree. The first global-routing pass estimated 12900 µm of wire. Clock latency of the later-clocked register in the worst-skew pair landed at 0.50 ns.

Reg2reg setup slack landed at 1.93 ns. Per the CTS log, the root buffer master is clkbuf_8. The number of different library cells used by synthesis comes to 14. Number of max-slew violations in the final report landed at 0.

The stage logs contain a warning count of 26. Per the placement report, the placed cell count is 536. Post-route DRC violation count landed at 0.

At the pin with the least slew margin, the transition time is 0.673 ns. For this run, the number of Yosys warnings is 1. In the routed netlist, the antenna diode instances number 0. The critical path is of the reg -> reg type.

Mean post-synth cell area landed at 16.0 µm². Aggregate global-route resource usage landed at 15.9%. H-tree depth reported by CTS landed at 4. Residual overflow from global routing landed at 0. The die is 105 µm tall. For the worst reg-to-reg path, the endpoint reported by OpenROAD is reg_mid0.Q[7].

Number of cells in the finished layout apart from fillers landed at 568. TritonCTS reports the number of clock sinks as 128. Number of placement rows landed at 37. Gates resized during post-CTS repair numbered 0.

Worst hold path depth landed at 0. STA classifies the critical path endpoint as a flip-flop. The most critical min-delay path falls under reg -> reg.

Number of failing hold endpoints at the final stage landed at 0. The report lists the cells along the critical path as inv_1, ha_1, a2111o_1, a211oi_4, buf_4, mux2_2. The horizontal die dimension reported for this design is 105 µm. Fraction of layout cells with a size suffix above 1 landed at 28.5%. For the worst min-delay path, the startpoint reported by OpenROAD is reg_tmp1.Q[7]. Required time of the critical path landed at 4.68 ns.

The number of global-route vias before repair came to 2639. HPWL after detailed placement landed at 5580 µm. The launch point of the worst register-to-register path is recorded as reg_mn1.Q[1]. Highest net fanout along the worst path landed at 9.

Fmax landed at 421 MHz. Overall die area landed at 0.0111 mm². The initial antenna violation count is 0. Among all stages on the critical path, the largest delay is contributed by a211oi_4. Worst slew margin relative to its limit landed at 55.1%.

Quantity of I/O buffers inserted on ports landed at 65. Via count landed at 2664. After its last routability iteration, the placer logged a weighted congestion of 0.835. The worst setup path is launched from a flip-flop. The worst path uses 55.2% of the clock period. Pin count of the biggest net entering global routing landed at 73.

Final routed wirelength across all metal layers landed at 7600 µm. Cell area after technology mapping landed at 0.00533 mm². For the finished layout, the period the worst path requires is 2.37 ns. Clock-pin slew was measured on the worst setup and hold paths at 0.05 ns. Number of filler cells placed in the layout landed at 714. Before placement the cells fill 51.7% of the core. The synth_stat.txt file lists the number of cells as 334. Setup repair after global routing left no endpoint under its margin. Reported max-cap violation count landed at 0.

Final count of negative-setup-slack endpoints landed at 0. Setup TNS landed at 0 ns. Routed via count divided by cell count landed at 4.69. The first detailed-routing pass took 5 iterations.

For this run, the share of the core covered by cells in the final layout is 65.0%. Starting DRC count in detailed routing landed at 63.
metrics by stage:
| stage | cell area [µm²] | setup slack (ns) | hold slack [ns] | total power, µW |
|---|---|---|---|---|
| after floorplan | 5330 | 0.0274 | 0.331 | 2120 |
| after global placement | 6110 | 1.98 | 0.332 | 2430 |
| after detailed placement | 6110 | 1.94 | 0.335 | 2440 |
| after CTS | 6710 | 1.94 | 0.347 | 3830 |
| after global routing | 6710 | 1.83 | 0.350 | 3990 |
| final | 6710 | 1.93 | 0.345 | 3780 |
layer usage:
metal / global-route usage (%) / vias up / wire (µm)
li1: - / 1320 / -
met1: 24.8 / 1264 / 3540
met2: 24.9 / 71 / 3620
met3: 3.60 / 9 / 333
met4: 2.31 / 0 / 104
met5: 0 / - / 0
cells by family (layout without fill, tap and decap cells):
logic type / after synthesis / after routing / synth area share [%]
adder cells (fa/ha/maj): 35 / 35 / 8.21
flip-flops: 128 / 128 / 60.1
buffers and inverters: 46 / 144 / 4.76
AND-OR/OR-AND: 30 / 30 / 5.04
AND/OR/NAND/NOR: 15 / 15 / 1.52
multiplexers: 80 / 80 / 20.4
flip-flops by register name (all words and copies together) (netlist names):
| register | count |
|---|---|
| reg_y3.Q | 8 |
| reg_tmp0.Q | 8 |
| reg_mn1.Q | 8 |
| reg_s3.Q | 8 |
| reg_mid1.Q | 8 |
| reg_mid0.Q | 8 |
| reg_s0.Q | 8 |
| reg_y1.Q | 8 |
| reg_mx0.Q | 8 |
| reg_s2.Q | 8 |
| reg_mn0.Q | 8 |
| reg_tmp1.Q | 8 |
| reg_y2.Q | 8 |
| reg_mx1.Q | 8 |
| reg_s1.Q | 8 |
| reg_y0.Q | 8 |
cells in the final DEF (no fill, tap or decap), drive strengths merged:
cell           Yosys  layout
dfrtp            128     128
mux2              80      80
clkdlybuf4s50      0      65
inv               41      41
ha                35      35
clkbuf             0      23
o21ai             10      10
a211oi            10      10
buf                5       6
nand2b             5       5
a2111o             5       5
nand4              5       5
a21oi              5       5
nor2               5       5
clkinvlp           0       4
clkinv             0       3
bufinv             0       2
worst register-to-register path, stage by stage, from the launching register on:
cell,delay (ns)
dfrtp_1,0.36
inv_1,0.05
ha_1,0.28
a2111o_1,0.40
a211oi_4,0.53
buf_4,0.29
mux2_2,0.35
how the worst max path moves through the flow:
stage,startpoint,to,slack (ns),cells past startpoint
CTS,reg_mn1.Q[1],reg_mid0.Q[7],1.94,6
finish,reg_mn1.Q[1],reg_mid0.Q[7],1.93,6
global route,reg_mn1.Q[1],reg_mid0.Q[7],1.83,6
power breakdown:
group	total, µW	internal [µW]	switching (µW)
Clock	1370	897	475
Sequential	1550	1440	111
Combinational	851	583	268
Yosys cell counts:
master    count  area [µm²]
nand2b_1      5        31.3
inv_1        41         154
a211oi_1      5        37.5
a211oi_4      5         100
ha_1         35         438
buf_12        5         100
mux2_4       50         751
o21ai_0      10        50.1
mux2_2       30         338
nor2_1        5        18.8
a2111o_1      5        56.3
a21oi_1       5        25.0
nand4_1       5        31.3
dfrtp_1     128        3200
cell type report:
cell class | instances | area [µm²] | share of cell area, %
Sequential cell | 128 | 3200 | 47.8
Multi-Input combinational cell | 160 | 1880 | 28.0
Timing Repair Buffer | 71 | 708 | 10.6
Clock buffer | 23 | 487 | 7.26
Tap cell | 136 | 170 | 2.54
Inverter | 41 | 156 | 2.33
Clock inverter | 9 | 105 | 1.57
Power and IR drop assume default switching activity.
